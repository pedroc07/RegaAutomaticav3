### flow/config.mk
export PLATFORM = sky130hd
export DESIGN_NAME = mef_adub_limp
export DESIGN_NICKNAME = mef_adub_limp
export VERILOG_FILES = /design/flow/design.v
export SDC_FILE = /design/flow/constraint.sdc
export NUM_CORES = 4
export LEC_CHECK = 1
export CORE_AREA = 10 10 70 70
export DIE_AREA = 0 0 80 80
### flow/constraint.sdc
current_design mef_adub_limp

set clk_period 1.0
set clk_io_pct 0.2

create_clock -name clk0 -period $clk_period [get_ports {clk}]

set non_clock_inputs [all_inputs -no_clocks]
set_input_delay [expr $clk_period * $clk_io_pct] -clock clk0 $non_clock_inputs
set_output_delay [expr $clk_period * $clk_io_pct] -clock clk0 [all_outputs]
### flow/design.v
module mef_adub_limp ( input clk ,
	input reset, input Adub, input Nv1, input Nv0, input Asp, output Ve, output Mist, output Limp) ;
	reg[2:0] state, nextstate ;
	parameter A = 2'b00 ;
	parameter B = 2'b01 ;
	parameter C = 2'b10 ;
	parameter D = 2'b11 ;
	wire wire0, wire1, wire2, wire3, wire4, wire5, wire6, cond0, cond1, cond2, cond3, cond4, notcond4, cond5, cond6, notA, notAdub, notNv1, notNv0;
	not not0(notA, Asp);
	not not1(notAdub, Adub);
	not not2(notNv1, Nv1);
	not not3(notNv0, Nv0);
	and and0(cond0, notNv1, notNv0, notA);
	and and1(cond1, notNv1, notNv0, Asp);
	and and2(wire0, notAdub, Nv0, Asp);
	and and3(wire1, notAdub, Nv1, Asp);
	and and4(wire2, notAdub, Nv2, Asp);	
	or or0(cond2, wire0, wire1, wire2);
	and and6(cond4, Nv1, Nv0);
	or or1(cond5, Nv1, Nv2);
	not not5(cond6, cond5);
	always @ ( posedge clk, posedge reset)
    	if ( reset ) state <= A ;
    	else state <= nextstate ;
	always @ (*)begin
        	if(state == A) begin
            	if (Asp) nextstate <= B ;
            	else if(cond0) nextstate <= D ;
					else nextstate <= A ;
        	end
        	else if(state == B) begin
            	if (notA) nextstate <= A ;
            	else if(cond1) nextstate <= D ;
					else if(cond2) nextstate <= B ;
					else nextstate <= C ;
        	end
        	else if(state == C) begin
            	if (1) nextstate <= C ;
        	end
        	else if(state == D) begin
            	if (cond4) nextstate <= A ;
					else nextstate <= D ;
        	end
        	else nextstate <= A;
        	end
	assign Ve = (state == D) ;
	assign Mist = (Nv1 & (state == C));
	assign Limp = (notNv1 & (state == C)) ;
endmodule
### flow/run.sh
#!/bin/bash
# OpenROAD 26Q1-2900-gdf79404cd8, Yosys 0.63+post, stock flow scripts
make -C /OpenROAD-flow-scripts/flow DESIGN_CONFIG=/design/flow/config.mk WORK_HOME=/design/flow/orfs finish
==> run notes <==
run metrics: outcome finished, violations left, violated checks negative setup slack, starting DRC count in detailed routing 4, Sw Ratio 0.228, Sw Pwr between 90 and 100 uW, register share after synthesis 0.506, Root Buffer clkbuf_4, row count 21, CP Capture Type primary output, Critical Path AT between 800 and 900 ps, Largest logic family AND-OR/OR-AND gates, WS Path Type register to primary output, yosys adder share 0, r2r setup slk 0 ps, Layout area overhead 92.5%, Hold WC Path Type input pin to asynchronous set/reset pin, CP Max Fanout 3, Peak Freq 943 MHz, Worst VDD drop 367 uV, Largest regs state (4), Slew HR 0.825, vias in the first global route about 240, Fin Hold WS 152 ps, Worst-path clk slew about 50 ps, area of the mapped netlist 200 um2, Internal Power roughly 340 uW, max FFs per register 4, P_leak between 0.00015 and 0.0002 uW, pwr dens ~1100 nW/um2, setup bufs post-CTS 0, Synth area leader dfrtp_1, Mean Syn Cell Area approximately 9.5 um2, DR vias between 200 and 250, Top cells by area dfrtp_1 (38%), dfstp_2 (13%), a21oi_1 (7.5%), Least-Margin Pin Slew between 200 and 300 ps, share of the synthesized area in the top cell type 0.375, endpoints failing setup 3, R2R Path End state[3], area fraction in mux cells 0, DR vias/cell ~2.7, tool warning count 27, initial antenna violation count 0, Final min period approximately 1100 ps, clock network power share 0.528, share of cells above drive strength 1 0.389, Worst Path Required about 800 ps, combinational share of power 0.097, first-pass GRT wire length approximately 1.0 mm, IO Count 9, crit path launch state[1], ANT cells 0, YS warnings 3, largest net degree at the start of global routing 6, port bufs 8, routed length per instance between 7 and 8 um, drt pass-1 iters 3, CORE AREA 3420 um2, TritonCTS Buffers 3, H-tree levels 1, skew final 7.45 ps, Post-Synthesis Cells 21, Overall Global Routing Usage 0.0211, GRT overflow 0, max-cap check violation count 0, FP Core Util 0.0586, Die Area 6400 um2, Yosys Chip Area ~200 um2, max-slew violation count 0, Chip Height 80 um, crit path capture Mist, cycle use final 1.06, ys flops 4, and-or/or-and share of the synthesized area 0.294, simple share 0.144, Yosys Instances 21, Startpoint Class register, CTS sink cnt 4, Seq pwr share 0.375, reg2reg start state[0], Final GP Congestion 0.722, Die X ~80 um, RSZ-0062 raised after global routing yes, XOR Share, Synth 0, PnR worst setup slack -60.0 ps, DRC 0, cells on worst reg2reg path 3, Distinct cells, synth 14, number of hold violations in the final report 0, Final ANT Viol Nets 0, TritonCTS clock tree built, Reg with most FFs state, Routed Wire Length between 600 and 700 um, Worst-Skew Late Latency 240 ps, post-place setup slack -478 ps, Max clock buf depth 2
metal layers:
metal | wire [um] | GRT usage | up-vias
met2 | 223 | 0.0249 | 11
met5 | 0 | 0 | -
met4 | 0 | 0.00352 | 0
li1 | - | - | 103
met3 | 93 | 0.0227 | 0
met1 | 320 | 0.0254 | 110
cells in the mapped netlist:
cell type	n
o21bai_1	1
o22ai_1	1
nor2_1	1
dfrtp_1	3
inv_1	3
a21oi_1	3
nor2b_2	1
nor2b_1	1
o21a_1	1
and2_1	1
nand2_1	1
o31ai_2	1
o21ai_1	2
dfstp_2	1
cell usage in the layout (no fill, tap or decap), types with 2 or more instances in the layout:
master and instances:
a21oi_1 2, buf_2 3, buf_4 3, clkbuf_4 3
clkdlybuf4s50_1 3, dfrtp_1 3, inv_1 3
cell families after synthesis:
logic type      Yosys count
compound gates            9
simple gates              5
flops                     4
buf+inv                   3
layout make-up:
| cell class | instances | area (um2) |
|---|---|---|
| Inverter | 3 | 11.3 |
| Timing Repair Buffer | 11 | 88.8 |
| Clock buffer | 4 | 26.3 |
| Fill cell | 410 | 3030 |
| Sequential cell | 4 | 101 |
| Tap cell | 46 | 57.6 |
| Multi-Input combinational cell | 14 | 100 |
power by group through the flow:
stage	Combinational, uW	Clock (uW)	Sequential, uW
global route	46.4	246	163
CTS	41.1	235	163
finish	42.1	229	163
worst min path at each step:
stage	start	to	depth (start not counted)	slack (ps)
after CTS	reset	state[1]	2	140
after global routing	reset	state[2]	2	190
final	reset	state[2]	2	150
critical path, stage by stage, from the launching register on:
cell	delay (ps)
dfrtp_1	380
and2_1	140
buf_2	100
repair_timing:
item / 4_1_cts / 5_1_grt
resized: 12 / 2
pin swaps: 1 / 2
cloned: 0 / 0
setup endpoints to repair: 5 / 5
hold buffers: 0 / 0
per-stage QoR:
step	util	setup TNS [ps]	instances	cell area [um2]	total power [uW]
after global placement	0.105	-1710	78	360	204
after global routing	0.113	-293	82	385	455
after CTS	0.111	-150	82	379	439
after detailed placement	0.105	-1840	78	360	206
final	0.113	-117	82	385	434
after floorplan	-	0	21	200	171
Power and IR drop assume default switching activity.
