`design/flow/run.sh`:
```
#!/bin/bash
# OpenROAD 26Q1-2900-gdf79404cd8, Yosys 0.63+post, stock flow scripts
make -C /OpenROAD-flow-scripts/flow DESIGN_CONFIG=/design/flow/config.mk WORK_HOME=/design/flow/orfs finish
```
`design/flow/config.mk`:
```
export PLATFORM = sky130hd
export DESIGN_NAME = decode
export DESIGN_NICKNAME = decode
export VERILOG_FILES = /design/flow/design.v
export SDC_FILE = /design/flow/constraint.sdc
export NUM_CORES = 4
export LEC_CHECK = 1
export CORE_AREA = 10 10 70 70
export DIE_AREA = 0 0 80 80
```
`design/flow/constraint.sdc`:
```
current_design decode

set clk_period 1.6
set clk_io_pct 0.2

create_clock -name clk0 -period $clk_period

set non_clock_inputs [all_inputs -no_clocks]
set_input_delay [expr $clk_period * $clk_io_pct] -clock clk0 $non_clock_inputs
set_output_delay [expr $clk_period * $clk_io_pct] -clock clk0 [all_outputs]
```
`design/flow/design.v`:
```
module decode(C3, C2, C1, C0, SEG_A, SEG_B, SEG_C, SEG_D, SEG_E, SEG_F, SEG_G, SEG_P);
input C3, C2, C1, C0;  
output SEG_A, SEG_B, SEG_C, SEG_D, SEG_E, SEG_F, SEG_G, SEG_P;
wire C0n, C1n, C2n, C3n;
not Not0(C0n, C0);
not Not1(C1n, C1);
not Not2(C2n, C2);
not Not3(C3n, C3);
wire SegA1, SegA2;
wire SegB1, SegB2;
wire SegD1;
wire SegE1;
wire SegF1, SegF2, SegF3;
wire SegG1, SegG2;
and And0(SegA1, C2,C1n,C0n);
and And1(SegA2, C3n, C2n, C1n, C0);
or Or0(SEG_A, SegA1, SegA2);
and And2(SegB1, C2, C1n, C0);
and And11(SegB2, C2, C1, C0n);
or Or1(SEG_B, SegB1, SegB2);
and And3(SEG_C, C2n, C1, C0n);
and And4(SegD1, C2, C1, C0);
or Or2(SEG_D, SegD1, SegA1, SegA2);
and And6(SegE1, C2, C1n);
or Or3(SEG_E, SegE1, C0);
and And7(SegF1, C1, C0);
and And8(SegF2, C2n, C1);
and And9(SegF3, C3n, C2n, C0);
or Or4(SEG_F, SegF1, SegF2, SegF3);
and And10(SegG1, C3n, C2n, C1n);
or Or5(SEG_G, SegD1, SegG1);
not (SEG_P, 0);
endmodule
```
==> results.cfg <==
; flow metrics
[job]
maxCapViolations = 0
warning_count = 32

[drt]
detail_route.wirelength_um = 455
routed-via-count = 153
final_antenna_net_count = 0
wl_per_cell_um = 6.067
drtIter0Drc = 2
via_per_inst = 2.040
drc = 0
route.antenna.diode_count = 0
firstDrtPassIters = 2

[power]
share_seq_of_total_power = 0
power.combinational.fraction = 1.000
powerDensity_mw_per_mm2 = 182.9
p_clk_frac = 0
vdd_drop_max_v = 0.00001785
static-leakage-power_nw = 0.1274
switch_pwr_uw = 18.94
switching_share = 0.3613
cell_internal_pwr_uw = 33.48

[final_layout]
drive_gt1_frac = 0.5517
design.seq.count = 0
syn_to_final_growth_pct = 160.2
most-common-layout-cells = 6 x dlygate4sd2_1, 4 x buf_2, 3 x buf_4
num-clock-buffers = 0
fillers = 412
ff_latch_area_um2 = 0
final_cell_area_um2 = 286.5
final_common_cell = dlygate4sd2_1

[final_timing]
number_of_slew_limit_violations_in_the_final_report = 0
final.period_utilization = 0.9475
hold_viol_final = 0
setup_slack_ns = 0.08395
maxClockFrequency_mhz = 659.6
setup_viols_final = 0
grt_setup_unrepaired = no
worst_hold_slack_ns = 1.013
min_period_ns = 1.516

[synthesis]
main_area_contributors = buf_4 14%, a21bo_1 9.1%, a21o_2 8.0%
avgSynthCellArea_um2 = 6.882
synth_stat.cells = 16
yosys_area_um2 = 110.1
yosysWarnings = 0
synth_top_area_share = 0.1364
seq_area_frac_synth = 0
synth_cell_types = 15
synthesis.area_um2 = 110.1
yosysTopAreaCell = buf_4
synthesized_netlist_cell_count = 16

[critical_path]
worstPathRequired_ns = 1.28
end_kind = output pin
path_class = input pin to output pin
critical_path.endpoint = SEG_F
stages_on_the_worst_setup_path = 4
arrival_ns = 1.20
timing.critical_path.slowest_stage_cell = or3b_4
timing.critical_path.buf_inv = 2
timing.critical_path.slowest_cell_delay_ns = 0.40
worstPathCellList = buf_2, or3b_4, a21bo_1, dlygate4sd2_1
worstPathMaxFanout = 3
path_delay_family = simple AND/OR/NAND/NOR gates
critical_path.startpoint = C3
start_kind = input pin

[die]
core_util_floorplan = 0.03223
placementRows = 21
design.die.area_mm2 = 0.006400
horiz_die_dim_um = 80
area_of_the_core_region_mm2 = 0.003416
dieHeight_um = 80
boundaryPins = 12

[place]
detailed_place_hpwl_um = 408.3
dpl_worst_slack_ns = -0.5967
placed_instance_area_um2 = 285.3
numPortBuffers = 11
finalWeightedCongestion = 0.6957

[global_route]
grt_antenna_before_repair = 0
grt_start_max_net_pins = 7
first_global_vias = 145
grt_util_all_layers = 0.01293
grt_first_pass_wirelength_um = 703
global_route_total_overflow = 0

[worst_hold_path]
min-delay-path-class = input pin to output pin

[outcome]
status = finished, final reports clean
power by group through the flow:
stage                 combinational, mW  sequential [mW]  clock, mW
after CTS                        0.0541                0          0
after global routing             0.0589                0          0
final                            0.0524                0          0
how the worst min path moves through the flow:
stage / from / endpoint / cells past startpoint
final: C3 / SEG_G / 3
after global routing: C3 / SEG_G / 3
after CTS: C3 / SEG_G / 3
stage by stage:
step	utilization	total power, mW	TNS [ns]	cells
finish	0.08388	0.05242	0	75
global route	0.08388	0.05892	0	75
CTS	0.08388	0.05407	0	75
detailed placement	0.08352	0.05928	-3.263	74
global placement	0.08352	0.05914	-3.168	74
floorplan	-	0.01755	0	16
tightest hold or removal path, cell delays in order:
cell and delay [ns]:
buf_2 0.09, o31ai_2 0.05, dlygate4sd2_1 0.23
per-layer routing:
layer	vias up	wire, µm	global-route usage
li1	82	-	-
met1	63	193	0.01648
met2	8	187	0.02167
met3	0	74	0.004545
met4	0	0	0
met5	-	0	0
cell usage after synthesis, drive strengths merged:
| cell type | instances |
|---|---|
| nand3 | 1 |
| xor2 | 1 |
| and2 | 1 |
| or3b | 2 |
| o211ai | 1 |
| a21o | 1 |
| nand2b | 1 |
| buf | 2 |
| a21bo | 1 |
| conb | 1 |
| inv | 1 |
| a21oi | 1 |
| o31ai | 1 |
| nor3 | 1 |
final cells by class:
cell class                      instances  area [µm²]  share of cell area
Tap cell                               46       57.56              0.2009
Timing Repair Buffer                   15       117.6              0.4105
Multi-Input combinational cell         13       107.6              0.3755
Inverter                                1       3.754             0.01310
logic make-up after synthesis:
kind of cell	Yosys count	share of synthesized area
and+or+nand+nor	6	0.3637
AOI/OAI and AO/OA	5	0.3523
buffers and inverters	3	0.1704
xor gates and xnor gates	1	0.07956
other	1	0.03406
timing repair:
item | 4_1_cts | 5_1_grt
gates resized | 30 | 0
hold buffers | 0 | 0
setup endpoints to repair | 7 | 0
setup buffers | 1 | 0
No activity file was given, so power comes from the tool's default toggle rates.
